File: /design/flow/design.v
module alu (
	input  [31:0] A, input [31:0] B, input [1:0] ALUControl,  
	output reg [31:0] Result, output [3:0] ALUFlags   
);
	wire [31:0] mux2_1;  
	wire [32:0] Sum;  
	wire Overflow, Carry,Negative, Zero;  
	assign mux2_1 = (ALUControl[0]==0)? B: ~B;  
	assign Sum = A+mux2_1+ALUControl[0];  
	always @(*) begin
		casex (ALUControl)
			2'b0?: Result = Sum;  
			2'b10: Result = A & B;  
			2'b11: Result = A | B;  
		endcase
	end
  assign Overflow = ~(ALUControl[0]^A[31]^B[31]) & (Sum[31]^A[31]) & ~ALUControl[1];  
	assign Zero = 32'b0 == Result;  
	assign Negative = Result[31];  
	assign Carry = ~ALUControl[1] & Sum[32];  
	assign ALUFlags = {Negative, Zero, Carry, Overflow};  
endmodule
module top (
	clk,
	reset,
	WriteData,
	Adr,
	MemWrite
);
	input wire clk;
	input wire reset;
	output wire [31:0] WriteData;
	output wire [31:0] Adr;
	output wire MemWrite;
	wire [31:0] PC;
	wire [31:0] Instr;
	wire [31:0] ReadData;
	arm arm(
		.clk(clk),
		.reset(reset),
		.MemWrite(MemWrite),
		.Adr(Adr),
		.WriteData(WriteData),
		.ReadData(ReadData)
	);
	mem mem(
		.clk(clk),
		.we(MemWrite),
		.a(Adr),
		.wd(WriteData),
		.rd(ReadData)
	);
endmodule
module mem (
	clk,
	we,
	a,
	wd,
	rd
);
	input wire clk;
	input wire we;
	input wire [31:0] a;
	input wire [31:0] wd;
	output wire [31:0] rd;
	reg [31:0] RAM [63:0];
	initial $readmemh("memfile.dat", RAM);
	assign rd = RAM[a[31:2]];  
	always @(posedge clk)
		if (we)
			RAM[a[31:2]] <= wd;
endmodule
module arm (
	clk,
	reset,
	MemWrite,
	Adr,
	WriteData,
	ReadData
);
	input wire clk;
	input wire reset;
	output wire MemWrite;
	output wire [31:0] Adr;
	output wire [31:0] WriteData;
	input wire [31:0] ReadData;
	wire [31:0] Instr;
	wire [3:0] ALUFlags;
	wire PCWrite;
	wire RegWrite;
	wire IRWrite;
	wire AdrSrc;
	wire [1:0] RegSrc;
	wire [1:0] ALUSrcA;
	wire [1:0] ALUSrcB;
	wire [1:0] ImmSrc;
	wire [1:0] ALUControl;
	wire [1:0] ResultSrc;
	controller c(
		.clk(clk),
		.reset(reset),
		.Instr(Instr[31:12]),
		.ALUFlags(ALUFlags),
		.PCWrite(PCWrite),
		.MemWrite(MemWrite),
		.RegWrite(RegWrite),
		.IRWrite(IRWrite),
		.AdrSrc(AdrSrc),
		.RegSrc(RegSrc),
		.ALUSrcA(ALUSrcA),
		.ALUSrcB(ALUSrcB),
		.ResultSrc(ResultSrc),
		.ImmSrc(ImmSrc),
		.ALUControl(ALUControl)
	);
	datapath dp(
		.clk(clk),
		.reset(reset),
		.Adr(Adr),
		.WriteData(WriteData),
		.ReadData(ReadData),
		.Instr(Instr),
		.ALUFlags(ALUFlags),
		.PCWrite(PCWrite),
		.RegWrite(RegWrite),
		.IRWrite(IRWrite),
		.AdrSrc(AdrSrc),
		.RegSrc(RegSrc),
		.ALUSrcA(ALUSrcA),
		.ALUSrcB(ALUSrcB),
		.ResultSrc(ResultSrc),
		.ImmSrc(ImmSrc),
		.ALUControl(ALUControl)
	);
endmodule
module controller (
	clk,
	reset,
	Instr,
	ALUFlags,
	PCWrite,
	MemWrite,
	RegWrite,
	IRWrite,
	AdrSrc,
	RegSrc,
	ALUSrcA,
	ALUSrcB,
	ResultSrc,
	ImmSrc,
	ALUControl
);
	input wire clk;
	input wire reset;
	input wire [31:12] Instr;
	input wire [3:0] ALUFlags;
	output wire PCWrite;
	output wire MemWrite;
	output wire RegWrite;
	output wire IRWrite;
	output wire AdrSrc;
	output wire [1:0] RegSrc;
	output wire [1:0] ALUSrcA;
	output wire [1:0] ALUSrcB;
	output wire [1:0] ResultSrc;
	output wire [1:0] ImmSrc;
	output wire [1:0] ALUControl;
	wire [1:0] FlagW;
	wire PCS;
	wire NextPC;
	wire RegW;
	wire MemW;
	decode dec(
		.clk(clk),
		.reset(reset),
		.Op(Instr[27:26]),
		.Funct(Instr[25:20]),
		.Rd(Instr[15:12]),
		.FlagW(FlagW),
		.PCS(PCS),
		.NextPC(NextPC),
		.RegW(RegW),
		.MemW(MemW),
		.IRWrite(IRWrite),
		.AdrSrc(AdrSrc),
		.ResultSrc(ResultSrc),
		.ALUSrcA(ALUSrcA),
		.ALUSrcB(ALUSrcB),
		.ImmSrc(ImmSrc),
		.RegSrc(RegSrc),
		.ALUControl(ALUControl)
	);
	condlogic cl(
		.clk(clk),
		.reset(reset),
		.Cond(Instr[31:28]),
		.ALUFlags(ALUFlags),
		.FlagW(FlagW),
		.PCS(PCS),
		.NextPC(NextPC),
		.RegW(RegW),
		.MemW(MemW),
		.PCWrite(PCWrite),
		.RegWrite(RegWrite),
		.MemWrite(MemWrite)
	);
endmodule
module decode (
	clk,
	reset,
	Op,
	Funct,
	Rd,
	FlagW,
	PCS,
	NextPC,
	RegW,
	MemW,
	IRWrite,
	AdrSrc,
	ResultSrc,
	ALUSrcA,
	ALUSrcB,
	ImmSrc,
	RegSrc,
	ALUControl
);
	input wire clk;
	input wire reset;
	input wire [1:0] Op;
	input wire [5:0] Funct;
	input wire [3:0] Rd;
	output reg [1:0] FlagW;
	output wire PCS;
	output wire NextPC;
	output wire RegW;
	output wire MemW;
	output wire IRWrite;
	output wire AdrSrc;
	output wire [1:0] ResultSrc;
	output wire [1:0] ALUSrcA;
	output wire [1:0] ALUSrcB;
	output wire [1:0] ImmSrc;
	output wire [1:0] RegSrc;
	output reg [1:0] ALUControl;
	wire Branch;
	wire ALUOp;
	mainfsm fsm(
		.clk(clk),
		.reset(reset),
		.Op(Op),
		.Funct(Funct),
		.IRWrite(IRWrite),
		.AdrSrc(AdrSrc),
		.ALUSrcA(ALUSrcA),
		.ALUSrcB(ALUSrcB),
		.ResultSrc(ResultSrc),
		.NextPC(NextPC),
		.RegW(RegW),
		.MemW(MemW),
		.Branch(Branch),
		.ALUOp(ALUOp)
	);
	always @(*) begin
		if (ALUOp) begin
			case (Funct[4:1])
				4'b0100: ALUControl = 2'b00;
				4'b0010: ALUControl = 2'b01;
				4'b0000: ALUControl = 2'b10;
				4'b1100: ALUControl = 2'b11;
				default: ALUControl = 2'bxx;
			endcase
			FlagW[1] <= Funct[0];
			FlagW[0] <= Funct[0] & ((ALUControl == 2'b00) | (ALUControl == 2'b01));
		end 
		else begin
			ALUControl = 2'b00;
			FlagW = 2'b00;
		end
	end
	assign PCS = ((Rd == 4'b1111) & RegW) | Branch;
	assign ImmSrc = Op;
	assign RegSrc[0] = (Op == 2'b01);
	assign RegSrc[1] = (Op == 2'b10);
endmodule
module mainfsm (
	clk,
	reset,
	Op,
	Funct,
	IRWrite,
	AdrSrc,
	ALUSrcA,
	ALUSrcB,
	ResultSrc,
	NextPC,
	RegW,
	MemW,
	Branch,
	ALUOp
);
	input wire clk;
	input wire reset;
	input wire [1:0] Op;
	input wire [5:0] Funct;
	output wire IRWrite;
	output wire AdrSrc;
	output wire [1:0] ALUSrcA;
	output wire [1:0] ALUSrcB;
	output wire [1:0] ResultSrc;
	output wire NextPC;
	output wire RegW;
	output wire MemW;
	output wire Branch;
	output wire ALUOp;
	reg [3:0] state;
	reg [3:0] nextstate;
	reg [12:0] controls;
	localparam [3:0] FETCH = 0;
	localparam [3:0] BRANCH = 9;
	localparam [3:0] DECODE = 1;
	localparam [3:0] EXECUTEI = 7;
	localparam [3:0] EXECUTER = 6;
	localparam [3:0] MEMADR = 2;
	localparam [3:0] UNKNOWN = 10;
	localparam [3:0] ALUWB = 8;
	localparam [3:0] MEMRD = 3;
	localparam [3:0] MEMWB = 4;
	localparam [3:0] MEMWR = 5;
	always @(posedge clk or posedge reset)
		if (reset)
			state <= FETCH;
		else
			state <= nextstate;
	always @(*)
		casex (state)
			FETCH: nextstate = DECODE;
			DECODE:
				case (Op)
					2'b00:
						if (Funct[5])
							nextstate = EXECUTEI;
						else
							nextstate = EXECUTER;
					2'b01: nextstate = MEMADR;
					2'b10: nextstate = BRANCH;
					default: nextstate = UNKNOWN;
				endcase
			EXECUTER: nextstate = ALUWB;
			EXECUTEI: nextstate = ALUWB;
			MEMADR:
				case (Funct[0])
					1'b1: nextstate = MEMRD;
					1'b0: nextstate = MEMWR;
				endcase
			MEMRD: nextstate = MEMWB;
			default: nextstate = FETCH;
		endcase
	always @(*)
		case (state)
			FETCH: controls = 13'b1000101001100;
			DECODE: controls = 13'b0000001001100;
			EXECUTER: controls = 13'b0000000000001;
            EXECUTEI: controls = 13'b0000000000011;
            ALUWB: controls = 13'b0001000000000;
            MEMADR: controls = 13'b0000000000010;
            MEMWR: controls = 13'b0010010000000;
            MEMRD: controls = 13'b0000010000000;
            MEMWB: controls = 13'b0001000100000;
            BRANCH: controls = 13'b0100001000010;
			default: controls = 13'bxxxxxxxxxxxxx;
		endcase
	assign {NextPC, Branch, MemW, RegW, IRWrite, AdrSrc, ResultSrc, ALUSrcA, ALUSrcB, ALUOp} = controls;
endmodule
module condlogic (
	clk,
	reset,
	Cond,
	ALUFlags,
	FlagW,
	PCS,
	NextPC,
	RegW,
	MemW,
	PCWrite,
	RegWrite,
	MemWrite
);
	input wire clk;
	input wire reset;
	input wire [3:0] Cond;
	input wire [3:0] ALUFlags;
	input wire [1:0] FlagW;
	input wire PCS;
	input wire NextPC;
	input wire RegW;
	input wire MemW;
	output wire PCWrite;
	output wire RegWrite;
	output wire MemWrite;
	wire [1:0] FlagWrite;
	wire [3:0] Flags;
	wire CondEx;
	flopr #(2) flagwritereg(
		clk,
		reset,
		FlagW & {2 {CondEx}},
		FlagWrite
	);
	condcheck cc(
		.Cond(Cond),
		.Flags(Flags),
		.CondEx(CondEx)
	);
	assign FlagWrite = FlagW & {2 {CondEx}};
	assign RegWrite = RegW & CondEx;
	assign MemWrite = MemW & CondEx;
	assign PCWrite = NextPC || (PCWrite && CondEx);
endmodule
module condcheck (
	Cond,
	Flags,
	CondEx
);
	input wire [3:0] Cond;
	input wire [3:0] Flags;
	output reg CondEx;
	wire neg;
	wire zero;
	wire carry;
	wire overflow;
	wire ge;
	assign {neg, zero, carry, overflow} = Flags;
	assign ge = neg == overflow;
	always @(*)
		case (Cond)
			4'b0000: CondEx = zero;
			4'b0001: CondEx = ~zero;
			4'b0010: CondEx = carry;
			4'b0011: CondEx = ~carry;
			4'b0100: CondEx = neg;
			4'b0101: CondEx = ~neg;
			4'b0110: CondEx = overflow;
			4'b0111: CondEx = ~overflow;
			4'b1000: CondEx = carry & ~zero;
			4'b1001: CondEx = ~(carry & ~zero);
			4'b1010: CondEx = ge;
			4'b1011: CondEx = ~ge;
			4'b1100: CondEx = ~zero & ge;
			4'b1101: CondEx = ~(~zero & ge);
			4'b1110: CondEx = 1'b1;
			default: CondEx = 1'bx;
		endcase
endmodule
module datapath (
	clk,
	reset,
	Adr,
	WriteData,
	ReadData,
	Instr,
	ALUFlags,
	PCWrite,
	RegWrite,
	IRWrite,
	AdrSrc,
	RegSrc,
	ALUSrcA,
	ALUSrcB,
	ResultSrc,
	ImmSrc,
	ALUControl
);
	input wire clk;
	input wire reset;
	output wire [31:0] Adr;
	output reg [31:0] WriteData;
	input wire [31:0] ReadData;
	output reg [31:0] Instr;
	output wire [3:0] ALUFlags;
	input wire PCWrite;
	input wire RegWrite;
	input wire IRWrite;
	input wire AdrSrc;
	input wire [1:0] RegSrc;
	input wire [1:0] ALUSrcA;
	input wire [1:0] ALUSrcB;
	input wire [1:0] ResultSrc;
	input wire [1:0] ImmSrc;
	input wire [1:0] ALUControl;
	wire [31:0] PCNext;
	reg [31:0] PC;
	wire [31:0] ExtImm;
	wire [31:0] SrcA;
	wire [31:0] SrcB;
	wire [31:0] Result;
	reg [31:0] Data;
	wire [31:0] RD1;
	wire [31:0] RD2;
	reg [31:0] A;
	wire [31:0] ALUResult;
	reg [31:0] ALUOut;
	wire [3:0] RA1;
	wire [3:0] RA2;
	always @(posedge clk) begin
		if(PCWrite) begin 
			PC <= Result;
		end
	end
	assign Adr = (AdrSrc?Result:PC);
	always @(posedge clk) begin
		Data <= ReadData; 
		Instr <= ReadData; 
	end
	wire [31:0] rdata1, rdata2;
	register_file rfile(clk, RA1, RA2, Instr[15:12], Result, Result, RegWrite, rdata1, rdata2);
	always @(posedge clk) begin
		A <= rdata1;
		WriteData <= rdata2;
	end
	assign SrcA = (ALUSrcA?PC:A);
	extend ext(Instr[23:0], ImmSrc, ExtImm);
	mux3 alusrcb(WriteData, ExtImm, 4, ALUSrcB, SrcB);
	alu alu_dp(SrcA ,SrcB, ALUControl ,ALUResult, ALUFlags);
	always @(posedge clk) begin
		ALUOut <= ALUResult;
	end
	mux3 muxresult(ALUOut, Data, ALUResult, ResultSrc, Result);
endmodule
module register_file(
	input wire clk,
	input wire [3:0] A1, input wire [3:0] A2, input wire [3:0] A3,
	input wire [31:0] WD3, input wire [31:0] R15, input wire WE3,
	output wire [31:0] RD1, output wire [31:0] RD2
);
	reg [31:0] registros [14:0];
	integer i;
	initial begin
		for( i= 0; i<15; i++) begin
		  registros[i] = 32'b0;
		end
	end
	assign RD1 = registros[A1];
	assign RD2 = registros[A2];
	always @(posedge clk) begin
		if (WE3) begin
			registros[A3] <= WD3;
		end
	end
endmodule
module extend (
	input wire [23:0] Instr,
	input wire [1:0] ImmSrc,
	output reg [31:0] ExtImm
);
	always @(*) begin
		case (ImmSrc)
			2'b00: ExtImm = {24'b000000000000000000000000, Instr[7:0]};
			2'b01: ExtImm = {20'b00000000000000000000, Instr[11:0]};
			2'b10: ExtImm = {{6 {Instr[23]}}, Instr[23:0], 2'b00};
			default: ExtImm = 32'bxxxxxxxxxxxxxxxxxxxxxxxxxxxxxxxx;
		endcase
	end
endmodule
module mux3 (
	d0,
	d1,
	d2,
	s,
	y
);
	parameter WIDTH = 32;
	input wire [WIDTH - 1:0] d0;
	input wire [WIDTH - 1:0] d1;
	input wire [WIDTH - 1:0] d2;
	input wire [1:0] s;
	output wire [WIDTH - 1:0] y;
	assign y = (s[1] ? d2 : (s[0] ? d1 : d0));
endmodule
module adder (
	a,
	b,
	y
);
	parameter WIDTH = 8;
	input wire [WIDTH - 1:0] a;
	input wire [WIDTH - 1:0] b;
	output wire [WIDTH - 1:0] y;
	assign y = a + b;
endmodule
module flopenr (
	clk,
	reset,
	en,
	d,
	q
);
	parameter WIDTH = 8;
	input wire clk;
	input wire reset;
	input wire en;
	input wire [WIDTH - 1:0] d;
	output reg [WIDTH - 1:0] q;
	always @(posedge clk or posedge reset) begin
		if (reset)
			q <= 0;
		else if (en)
			q <= d;
	end
endmodule
module flopr (
	clk,
	reset,
	d,
	q
);
	parameter WIDTH = 8;
	input wire clk;
	input wire reset;
	input wire [WIDTH - 1:0] d;
	output reg [WIDTH - 1:0] q;
	always @(posedge clk or posedge reset) begin
		if (reset)
			q <= 0;
		else
			q <= d;
	end
endmodule
module mux2 (
	d0,
	d1,
	s,
	y
);
	parameter WIDTH = 8;
	input wire [WIDTH - 1:0] d0;
	input wire [WIDTH - 1:0] d1;
	input wire s;
	output wire [WIDTH - 1:0] y;
	assign y = (s ? d1 : d0);
endmodule
File: /design/flow/run.sh
#!/bin/bash
# OpenROAD 26Q1-2900-gdf79404cd8, Yosys 0.63+post, stock flow scripts
make -C /OpenROAD-flow-scripts/flow DESIGN_CONFIG=/design/flow/config.mk WORK_HOME=/design/flow/orfs finish
File: /design/flow/constraint.sdc
current_design flopenr

set clk_period 1.5
set clk_io_pct 0.2

create_clock -name clk0 -period $clk_period [get_ports {clk}]

set non_clock_inputs [all_inputs -no_clocks]
set_input_delay [expr $clk_period * $clk_io_pct] -clock clk0 $non_clock_inputs
set_output_delay [expr $clk_period * $clk_io_pct] -clock clk0 [all_outputs]
File: /design/flow/config.mk
export PLATFORM = sky130hd
export DESIGN_NAME = flopenr
export DESIGN_NICKNAME = flopenr
export VERILOG_FILES = /design/flow/design.v
export SDC_FILE = /design/flow/constraint.sdc
export NUM_CORES = 4
export LEC_CHECK = 1
export CORE_AREA = 10 10 70 70
export DIE_AREA = 0 0 80 80
File: /design/flow/memfile.dat
E04F000F
E2802005
E280300C
E2437009
E1874002
E0035004
E0855004
E0558007
0A00000C
E0538004
AA000000
E2805000
E0578002
B2857001
E0477002
E5837054
E5902060
E08FF000
E280200E
EA000001
E280200D
E280200A
E5802064
==> design notes <==
The flow ran to the end, and the final reports show no timing, DRC or antenna violations. The area growth from synthesis to layout is 80.22%. With the number of enable-type register cells in the synthesized netlist at 0, the total setup buffers inserted after CTS is 0. The final timing report counts setup violations totalling 0.

The CTS log lists the clock sinks for this run as 8. In the final layout, flip-flops and latches occupy 200.2 um2. Highest-delay cell along the critical path: sky130_fd_sc_hd__clkdlybuf4s50_1. Number of pins with negative max-slew slack in the final report: 0. The number of global-route vias before repair is 248. The worst setup path is of the register to primary output kind. The wire length recorded after detailed routing is 868 um. The leakage power was 0.0002581 uW.

For the routed length on met2, the log shows 422 um. The placement row count came out at 21. In this run the critical path is formed by clkdlybuf4s50_1. The effective utilization at floorplan is 0.09817. The highest clock rate this design can be run at is 727.8 MHz.

The layout has 384 filler cells. The tools report the global routing usage summed across all routing layers as 0.02654. Number of antenna violations at the first check in global routing: 0. In the final layout, the registers with the most flip-flops are q (8).

The critical path arrival came out at 1.07 ns. For the final database, setup skew stands at 0 ns. The tools report the master cell of the clock root buffer as sky130_fd_sc_hd__clkbuf_4.

The number of CTS-inserted buffers was 3. The hold-fix buffer count after cts is 0. The worst hold path class was input port to async pin.

The final timing report lists a hold violation count of 0. The kind of cell adding the most delay to the critical path is buffers and inverters. Per the placement log, port buffering inserted 18 buffers. Sort of element at the end of the critical path: a primary output.

With the number of buffers and inverters on the critical path at 1, the routed length on met1 is 358 um. Of all nets on the critical path, the largest fanout is 2. The commonest cells after synthesis are 8 x sky130_fd_sc_hd__dfrtp_1, 8 x sky130_fd_sc_hd__mux2_4, 1 x sky130_fd_sc_hd__buf_6, 1 x sky130_fd_sc_hd__inv_1.

Cell count after synthesis: 18. The violation tally recorded at the end of detailed-routing iteration 0 is 8. The final core utilization is 0.1769. The run gives 80 um for the die boundary height. The tools report the sequential fraction of the synthesis area as 0.5970. With the post-layout period usage of the worst path at 0.9160, the number of warning messages in the yosys log is 1. Setup repair after global routing left no endpoint under its margin. According to the timing report, the critical path is launched from q[3]$_DFFE_PP0P_. The transition time at the pin with the least slew margin is 0.2964 ns, and the largest stage delay on the critical path is 0.49 ns. The wire length of the first global-routing pass is 1331 um, and the count of instantiated cells in the yosys netlist is 18.

With the async set-or-reset flop fraction in the synthesized netlist at 1.000, the area of the core is 3416 um2. Entering global routing, the biggest net connects 9 pins. Most common flop cell mapped by yosys: sky130_fd_sc_hd__dfrtp_1. With the logic area at 120.1 um2, the flip-flop count of the largest register after layout is 8. The share of final-layout standard cells stronger than drive strength 1 was 0.3077.

The tools report the maximum level of the CTS H-tree as 1. According to the timing report, the data required time at the worst endpoint equals 1.20 ns. The run gives 10.21 um for the mean routed wirelength per cell. The cell type that accounts for the most area after synthesis is sky130_fd_sc_hd__dfrtp_1.

The clock network latency to the later pin of the worst-skew pair was 0.24 ns; the flip-flop and latch count after synthesis was 8. The top routing layer in use was met4. Per the detail_route log, met3 wirelength is 46 um. The run gives 0 as the number of inserted diodes. Across the VDD grid, the largest voltage drop is 129.6 uV. The smallest clock period supported by the final layout is computed as 1.374 ns.

Ranked by total cell area, the synthesized netlist is headed by sky130_fd_sc_hd__dfrtp_1 60%, sky130_fd_sc_hd__mux2_4 36%, sky130_fd_sc_hd__buf_6 3.4%. The run gives 80 um for the overall die width. The most flop-heavy register is q.

In this run the tools logged warnings totalling 25. The startpoint kind of the worst setup timing path was a register. Looking at the reg2reg group, the worst path starts from q[7]$_DFFE_PP0P_. After layout, the design draws a total of 519.4 uW. The final weighted congestion in routability-driven placement came out at 0.7081. After synthesis the cells add up to 335.3 um2. The average instance in the mapped netlist occupies 18.63 um2. Worst max-slew margin expressed relative to the limit: 0.8022.

The number of library cell types mapped by synthesis is 4, and the worst-case clock buffer depth is 2. The number of violations of the max-capacitance limit was 0; the total power divided by cell area was 859.4 nW/um2. TritonCTS built the clock tree.

Post-detailed-route via-to-cell ratio: 2.506. In the CTS report, the clock slew at the register clock pins of the worst setup and hold paths is listed as 0.05 ns. For the number of nets with antenna violations after detailed routing, the log shows 0.

The logs give 2 for the iteration count of the initial detailed-routing pass and 213 for the total via count in the routed design. The count of unresolved DRC violations after routing was 0. Summed over all failing endpoints, the final setup total negative slack is 0 ns. The run gives 19 for the number of top-level pins. The report lists the number of cells resized after CTS as 0. The summed standard-cell area reported by yosys came out at 335.3 um2.

After global routing the overflow that remains totals 0. After floorplanning, the die was sized to cover 6400 um2. The area fraction of the dominant cell type after synthesis works out to 0.5970.
==> layout make-up <==
cell class                      instances  share of cell area
Sequential cell                         8              0.3313
Multi-Input combinational cell          8              0.1988
Inverter                                1            0.006211
Tap cell                               46             0.09524
Clock buffer                            3             0.03727
Timing Repair Buffer                   19              0.3313
==> per-stage QoR <==
stage	area [um2]	setup WS [ns]	instances	hold WS [ns]
floorplan	335.3	0.6579	18	0.1157
global placement	581.8	0.1317	82	0.5026
detailed placement	581.8	0.1263	82	0.4996
CTS	604.3	0.1019	85	0.3033
global route	604.3	0.06233	85	0.3485
finish	604.3	0.1259	85	0.3038
==> final timing paths <==
kind	to	slack [ns]	depth (start not counted)
worst max-delay path	q[3]	0.13	1
worst min-delay path	q[4]$_DFFE_PP0P_	0.30	2
worst max register to register	q[7]$_DFFE_PP0P_	0.73	1
worst min register to register	q[0]$_DFFE_PP0P_	0.51	1
max in group asynchronous	q[6]$_DFFE_PP0P_	0.97	2
min in group clk0	q[0]$_DFFE_PP0P_	0.51	1
==> logic make-up after synthesis <==
family,share of synthesized area
flops,0.5970
buf+inv,0.04476
mux,0.3582
==> report_power, final <==
group / internal [uW] / switching, uW / total, uW
Clock: 90.8 / 62.1 / 153
Sequential: 238 / 12.8 / 251
Combinational: 93.8 / 21.8 / 116
==> routing by layer <==
layer,track usage,vias to the layer above
met2,0.04414,9
met1,0.03104,97
li1,-,105
met4,0.01408,0
met5,0,-
met3,0.005682,2
==> cell usage in the layout, fill, tap and decap left out <==
| cell | count |
|---|---|
| sky130_fd_sc_hd__clkbuf_4 | 3 |
| sky130_fd_sc_hd__dfrtp_1 | 8 |
| sky130_fd_sc_hd__buf_12 | 1 |
| sky130_fd_sc_hd__mux2_4 | 8 |
| sky130_fd_sc_hd__clkdlybuf4s50_1 | 18 |
| sky130_fd_sc_hd__inv_1 | 1 |
No activity file was given, so power comes from the tool's default toggle rates.
